$ cat run.sh
#!/bin/bash
# OpenROAD 26Q1-2900-gdf79404cd8, Yosys 0.63+post, stock flow scripts
make -C /OpenROAD-flow-scripts/flow DESIGN_CONFIG=/design/flow/config.mk WORK_HOME=/design/flow/orfs finish
$ cat config.mk
export PLATFORM = sky130hd
export DESIGN_NAME = timer_unit
export DESIGN_NICKNAME = timer_unit
export VERILOG_FILES = /design/flow/design.v
export SDC_FILE = /design/flow/constraint.sdc
export NUM_CORES = 4
export LEC_CHECK = 1
export CORE_AREA = 10 10 111 111
export DIE_AREA = 0 0 121 121
$ cat constraint.sdc
current_design timer_unit

set clk_period 1.7
set clk_io_pct 0.2

create_clock -name clk0 -period $clk_period [get_ports {clk}]

set non_clock_inputs [all_inputs -no_clocks]
set_input_delay [expr $clk_period * $clk_io_pct] -clock clk0 $non_clock_inputs
set_output_delay [expr $clk_period * $clk_io_pct] -clock clk0 [all_outputs]
$ cat design.v
`default_nettype none
module timer_unit #(
        parameter    DATA_WIDTH = 8
    )(
        input  wire                  clk,         
        input  wire                  reset,       
        input  wire [DATA_WIDTH-1:0] mem_ocr0a,   
        input  wire [DATA_WIDTH-1:0] mem_ocr0b,   
        input  wire [DATA_WIDTH-1:0] mem_tcnt0,   
        input  wire [DATA_WIDTH-1:0] mem_tccr0a,  
        input  wire [DATA_WIDTH-1:0] mem_tccr0b,  
        output reg  [DATA_WIDTH-1:0] tcnt0,       
        output reg                   oc0a,        
        output reg                   oc0b         
    );
    wire    clk_t;
    wire    clk_io,       
            clk_io_8,     
            clk_io_64,    
            clk_io_256,   
            clk_io_1024;  
    wire     [7:0] clk_sources;   
    reg     [13:0] count;         
    always @(posedge clk, posedge reset) begin
        if (reset)
            count <= 0;
        else
            count <= count + 1;
    end
    assign clk_io           = clk;
    assign clk_io_8         = count[2];  
    assign clk_io_64        = count[5];  
    assign clk_io_256       = count[7];  
    assign clk_io_1024      = count[9];  
    assign clk_sources = {
        1'b0,  
        1'b0,  
        clk_io_1024,     
        clk_io_256,     
        clk_io_64,     
        clk_io_8,     
        clk_io,     
        1'b0      
        };
    assign clk_t = clk_sources[cs0];
    wire            [1:0] com0a;  
    wire            [1:0] com0b;  
    wire            [2:0] wgm0;   
    wire            [2:0] cs0;    
    assign com0a =  mem_tccr0a[7:6];    
    assign com0b =  mem_tccr0a[5:4];    
    assign wgm0  =  {mem_tccr0b[3], mem_tccr0a[1:0]};    
    assign cs0   =  mem_tccr0b[2:0];    
    wire [5:0]             timer_mode;   
    wire [DATA_WIDTH-1:0]  top;          
    assign timer_mode =
         (wgm0 == 0) ? 3'd1 :
         (wgm0 == 2) ? 3'd2 :
         (wgm0 == 3) ? 3'd3 :
         (wgm0 == 7) ? 3'd4 :
        3'd0;
    assign top =
         (timer_mode == 3'd1) ? 8'hFF :
         (timer_mode == 3'd2) ? mem_ocr0a :
         (timer_mode == 3'd3) ? 8'hFF :
         (timer_mode == 3'd4) ? mem_ocr0a :
        0;
    always @(posedge clk_t, posedge reset) begin
        if (reset) begin
            tcnt0 <= 0;
        end else begin
            if (mem_tcnt0 == top) begin
                 tcnt0 <= 0;  
            end else begin
                 tcnt0 <= mem_tcnt0 + 1;  
            end
        end
    end
    always @(posedge clk_t, posedge reset) begin
        if (reset) begin
            oc0a <= 0;
            oc0b <= 0;
        end else begin
            case (timer_mode)
                3'd1, 3'd2: begin
                    case (com0a)
								1: if (mem_tcnt0 == mem_ocr0a) oc0a <= ~oc0a;
								2: if (mem_tcnt0 == mem_ocr0a) oc0a <= 0;
								3: if (mem_tcnt0 == mem_ocr0a) oc0a <= 1;
                        default: ;  
                    endcase
                    case (com0b)
								1: if (mem_tcnt0 == mem_ocr0b) oc0b <= ~oc0b;
								2: if (mem_tcnt0 == mem_ocr0b) oc0b <= 0;
								3: if (mem_tcnt0 == mem_ocr0b) oc0b <= 1;
                        default: ;  
                    endcase
                end
					 3'd3, 3'd4: begin
                    case (com0a)
								1: if (wgm0[2] == 1 && mem_tcnt0 == mem_ocr0a) oc0a <= ~oc0a;
								2: if (mem_tcnt0 == mem_ocr0a) oc0a <= 0;
									else if (mem_tcnt0 == 0) oc0a <= 1;
								3: if (mem_tcnt0 == mem_ocr0a) oc0a <= 1;
									else if (mem_tcnt0 == 0) oc0a <= 0;
                        default: ;  
                    endcase
                    case (com0b)
								1: if (mem_tcnt0 == mem_ocr0b) oc0b <= 0;
									else if(mem_tcnt0 == 0) oc0b <= 1;
								2: if (mem_tcnt0 == mem_ocr0b) oc0b <= 1;
									else if (mem_tcnt0 == 0) oc0b <= 0;
                        default: ;  
                    endcase
                end
					 default: begin
						case (com0a)
                        default: ;  
                    endcase
                    case (com0b)
                        default: ;  
                    endcase
					  end
            endcase
        end
    end
endmodule
==> impl_report.txt <==
FLOW METRICS REPORT
----------------------------------------------------
[Final timing]
  Worst slew margin relative to its limit ........................ 0.773
  Period utilisation layout ........................ 1.04
  Clock skew ........................ 0.000947 ns
  RSZ-0062 raised after global routing ........................ true
  Setup Total Neg Slack ........................ -0.463 ns
  Final Hold Violation Tally ........................ 0
  Number of pins exceeding their max-slew limit in the final report ........................ 0
  Measured slew at the worst slew-check pin ........................ 0.337 ns
  Top achievable clock speed ........................ 566 MHz
  Final setup violating endpoints ........................ 10
  Final setup margin ........................ -0.0677 ns
  Period minus WS final ........................ 1.77 ns

[Run status]
  Violated checks ........................ negative setup slack
  Result of the run ........................ complete, but fails checks

[Cells and area]
  Area taken by flip-flops and latches ........................ 500 µm²
  Signed area change from the synthesized netlist to the final layout ........................ 58.0%
  Tally of filler cells in the layout ........................ 1013
  Share of layout cells above drive strength 1 ........................ 0.284
  Area of the multi-input gates ........................ 1230 µm²

[Setup path]
  R2r startpoint ........................ count[2]
  Largest fanout of any net on the critical path ........................ 2
  Number of cells on the worst reg-to-reg path ........................ 5
  Total number of cells along the worst setup path ........................ 1
  Worst R2R End ........................ count[9]
  Arrival time of data at the critical path endpoint ........................ 1.43 ns
  Top Family by Delay on Critical Path ........................ flip-flops
  Endpoint class of the critical path ........................ output pin
  Req. time, crit path ........................ 1.36 ns
  Launch point of the critical path ........................ oc0b
  List of cells traversed by the critical path ........................ buf_2
  End point of the critical path ........................ oc0b
  Largest stage delay, worst path ........................ 0.38 ns
  Kind of start point of the critical path ........................ register
  Slack of the worst reg-to-reg path ........................ 0.39 ns
  Total buffers and inverters traversed by the critical path ........................ 1
  Path type of the worst setup path ........................ register to output pin
  Slowest cell on the critical path ........................ sky130_fd_sc_hd__dfrtp_1

[Synthesis]
  Register share after synthesis ........................ 0.267
  Cell taking the most area after synthesis ........................ sky130_fd_sc_hd__dfrtp_1
  Area reported by Yosys stat ........................ 1870 µm²
  Post-Synthesis Mean Instance Area ........................ 9.04 µm²
  Most frequent cell after synthesis ........................ sky130_fd_sc_hd__dfrtp_1
  Main synth FF type ........................ sky130_fd_sc_hd__dfrtp_1
  Count of library flops with an enable pin ........................ 0
  Synth warn ........................ 1
  Gate Count Post-Synth ........................ 207
  Leading post-synthesis cells by instance count ........................ sky130_fd_sc_hd__dfrtp_1, sky130_fd_sc_hd__a21oi_1, sky130_fd_sc_hd__xnor2_1, sky130_fd_sc_hd__inv_1, sky130_fd_sc_hd__xor2_1
  Summed instance area of the synthesized netlist ........................ 1870 µm²
  Cell variety after synth ........................ 52
  Seq cells post-synth ........................ 20
  Top-area cell type share of the netlist area ........................ 0.267
  Ys cells ........................ 207
  Dominant cells by area after synthesis ........................ sky130_fd_sc_hd__dfrtp_1, sky130_fd_sc_hd__xnor2_1, sky130_fd_sc_hd__ha_1
  Fraction of registers with async set or reset after synthesis ........................ 1.00

[Floorplanning]
  DIE WIDTH ........................ 121 µm
  Die Area ........................ 14600 µm²
  Core outline area ........................ 9860 µm²
  FP Core Util ........................ 0.190
  Chip height ........................ 121 µm
  Cell row count ........................ 36
  Boundary pin count ........................ 52

[Flow run]
  Number of warnings the tools reported ........................ 42
  Max-capacitance violation count ........................ 0

[Min path]
  Classification of the worst-slack hold path ........................ input port to register
  Startpoint of the most critical hold path ........................ mem_tcnt0[0]

[Power]
  Switching pwr ........................ 0.412 mW
  Switching power as a share of total power ........................ 0.261
  Clock Power Share ........................ 0.519
  VDD IR-drop max ........................ 0.373 mV
  Power, Total ........................ 1.58 mW
  Sequential Power Share ........................ 0.177
  Combinational cell fraction of total power ........................ 0.304
  Internal power contribution ........................ 1.17 mW
  Leakage dissipation ........................ 1.24 nW
  Pwr per Cell Area ........................ 534 nW/µm²

[Place]
  Buffers added on ports ........................ 45
  Detailed placer's ending HPWL ........................ 4740 µm
  Post-Place Worst Slack ........................ -0.719 ns
  Routability congestion estimate ........................ 0.943

[Global routing]
  Vias in the first global route ........................ 1889
  Number of antenna violations at the first check in global routing ........................ 0
  Overall track demand over capacity in global routing ........................ 0.0780
  Pin count of the biggest net entering global routing ........................ 21
  Overflow left after global routing ........................ 0
  Global-route wire length before repair ........................ 9240 µm

[Route]
  Wire length after detailed routing ........................ 5760 µm
  Drt pass-1 iters ........................ 6
  N_diodes ........................ 0
  Average wire length per cell after detail routing ........................ 13.1 µm
  Final routed DRC violation total ........................ 0
  1st-iter DRT viols ........................ 94
  Count of antenna-violating nets left after detailed routing ........................ 0
  Overall via count from detail_route ........................ 1865
  Drt via density ........................ 4.25

[Clock network]
  Clock tree from TritonCTS ........................ built
  Clock Latency Late Sink ........................ 0.86 ns
  Clock transition at the registers of the reported paths ........................ 0.05 ns

----------------------------------------------------
per-layer routing:
metal | global-route usage | part of all wire | vias up
met2 | 0.130 | 0.49 | 56
met5 | 0 | 0 | -
met1 | 0.102 | 0.45 | 864
li1 | - | - | 939
met4 | 0.0106 | 0.0073 | 0
met3 | 0.0194 | 0.057 | 6
power groups by stage:
stage / Clock [mW] / Combinational [mW] / Sequential, mW
CTS: 0.834 / 0.486 / 0.279
global route: 0.857 / 0.526 / 0.280
finish: 0.819 / 0.481 / 0.279
metrics by stage:
step | hold slack (ns) | area [µm²] | std cells | util
final | 0.136 | 2960 | 439 | 0.300
after detailed placement | 0.464 | 2760 | 420 | 0.280
after global placement | 0.461 | 2760 | 420 | 0.280
after floorplan | 0.304 | 1920 | 207 | -
after global routing | 0.122 | 2960 | 439 | 0.300
after CTS | 0.130 | 2960 | 439 | 0.300
placed cells by master (no fill, tap or decap), types with 2 or more instances in the layout:
cell                              count
sky130_fd_sc_hd__a21oi_1             17
sky130_fd_sc_hd__a31oi_1              2
sky130_fd_sc_hd__a32oi_2              2
sky130_fd_sc_hd__and2_1               2
sky130_fd_sc_hd__and3_1               2
sky130_fd_sc_hd__buf_2               10
sky130_fd_sc_hd__buf_4               47
sky130_fd_sc_hd__clkbuf_8            16
sky130_fd_sc_hd__clkdlybuf4s50_1     35
sky130_fd_sc_hd__dfrtp_1             20
sky130_fd_sc_hd__ha_1                 9
sky130_fd_sc_hd__inv_1               16
sky130_fd_sc_hd__mux2i_1              4
sky130_fd_sc_hd__nand2_1             13
sky130_fd_sc_hd__nand2b_1             3
sky130_fd_sc_hd__nand3_1              9
sky130_fd_sc_hd__nand3b_1             4
sky130_fd_sc_hd__nand4_1              5
sky130_fd_sc_hd__nor2_1               8
sky130_fd_sc_hd__nor2b_1              2
sky130_fd_sc_hd__nor3_1              10
sky130_fd_sc_hd__nor4_1               4
sky130_fd_sc_hd__nor4b_1              2
sky130_fd_sc_hd__o21ai_0              2
sky130_fd_sc_hd__o311ai_1             2
sky130_fd_sc_hd__xnor2_1             17
sky130_fd_sc_hd__xor2_1              14
how the worst min path moves through the flow:
stage,endpoint,slack [ns],cells after the start
4_1_cts,tcnt0[0],0.13,2
6_report,tcnt0[0],0.14,2
5_1_grt,tcnt0[0],0.12,2
layout make-up:
class / instances / area share
Timing Repair Buffer: 94 / 0.265
Sequential cell: 20 / 0.169
Clock buffer: 16 / 0.0745
Tap cell: 133 / 0.0563
Multi-Input combinational cell: 160 / 0.415
Inverter: 16 / 0.0203
sequential cells by signal (all words and copies together) (netlist names):
register  cells
count        10
tcnt0         8
oc0a          1
oc0b          1
cell families (layout without fill, tap and decap cells):
| family | Yosys count | after routing | share of synthesized area |
|---|---|---|---|
| buf+inv | 27 | 126 | 0.0809 |
| flops | 20 | 20 | 0.267 |
| mux | 4 | 4 | 0.0214 |
| compound gates | 44 | 44 | 0.194 |
| fa+ha+maj | 10 | 10 | 0.0668 |
| simple gates | 70 | 70 | 0.210 |
| xor+xnor | 32 | 32 | 0.160 |
what timing repair did:
item / CTS / global route
gates resized: 33 / 0
endpoints found under the hold margin: 20 / 0
buffers inserted: 2 / 0
hold buffers: 1 / 0
pin swaps: 0 / 0
setup endpoints to repair: 10 / 10
No activity file was given, so power comes from the tool's default toggle rates.
