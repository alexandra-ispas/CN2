<file path="config.mk">
export PLATFORM = sky130hd
export DESIGN_NAME = io_sram
export DESIGN_NICKNAME = io_sram
export VERILOG_FILES = /design/flow/design.v
export SDC_FILE = /design/flow/constraint.sdc
export NUM_CORES = 4
export LEC_CHECK = 1
export CORE_UTILIZATION = 30
</file>
<file path="run.sh">
#!/bin/bash
# OpenROAD 26Q1-2900-gdf79404cd8, Yosys 0.63+post, stock flow scripts
make -C /OpenROAD-flow-scripts/flow DESIGN_CONFIG=/design/flow/config.mk WORK_HOME=/design/flow/orfs finish
</file>
<file path="design.v">
`default_nettype none
module io_sram #(
        parameter   DATA_WIDTH = 8,
        parameter   ADDR_WIDTH = 6,   
		  parameter I_ADDR_WIDTH = 10   
    )(
        input  wire                    clk,
        input  wire                    reset,
        input  wire                    oe,
        input  wire                    cs,
        input  wire                    we,
        input  wire   [ADDR_WIDTH-1:0] address,
        inout  wire   [DATA_WIDTH-1:0] data,
        inout  wire   [DATA_WIDTH-1:0] pa,
        inout  wire   [DATA_WIDTH-1:0] pb
    );
    reg  [DATA_WIDTH-1:0] memory[0:(1<<ADDR_WIDTH)-1];
    reg  [ADDR_WIDTH-1:0] addr_buf;
    wire                  readonly;
    reg [DATA_WIDTH-1:0] pa_buf;  
    reg [DATA_WIDTH-1:0] pb_buf;  
    reg    [ADDR_WIDTH:0] i;
    always @(negedge clk)  
    begin
        if (reset) begin
            for (i = 0; i < (1<<ADDR_WIDTH); i = i + 1) begin
                memory[i] <= 0;
            end
        end
        else if (cs) begin
            if (we && !readonly) begin
                memory[address] <= data;
            end else begin
                addr_buf <= address;
            end
        end
        for (i = 0; i < DATA_WIDTH; i = i + 1) begin
				if (memory[6'h01][i] == 0) begin
					memory[6'h00][i] <= pa[i];   
				end else begin
					pa_buf[i] <= memory[6'h02][i];          
				end
				if (memory[6'h05][i] == 0) begin
					memory[6'h04][i] <= pb[i];   
				end else begin
					pb_buf[i] <= memory[6'h06][i];          
				end
        end       
    end
    assign data = (cs && oe && !we) ? memory[addr_buf] : {DATA_WIDTH{1'bz}};
    assign readonly = (address == 6'h00 || address == 6'h04);
	assign pa[0] = memory[6'h01][0] ? pa_buf[0] : 1'bz;
	assign pa[1] = memory[6'h01][1] ? pa_buf[1] : 1'bz;
	assign pa[2] = memory[6'h01][2] ? pa_buf[2] : 1'bz;
	assign pa[3] = memory[6'h01][3] ? pa_buf[3] : 1'bz;
	assign pa[4] = memory[6'h01][4] ? pa_buf[4] : 1'bz;
	assign pa[5] = memory[6'h01][5] ? pa_buf[5] : 1'bz;
	assign pa[6] = memory[6'h01][6] ? pa_buf[6] : 1'bz;
	assign pa[7] = memory[6'h01][7] ? pa_buf[7] : 1'bz;
	assign pb[0] = memory[6'h05][0] ? pb_buf[0] : 1'bz;
	assign pb[1] = memory[6'h05][1] ? pb_buf[1] : 1'bz;
	assign pb[2] = memory[6'h05][2] ? pb_buf[2] : 1'bz;
	assign pb[3] = memory[6'h05][3] ? pb_buf[3] : 1'bz;
	assign pb[4] = memory[6'h05][4] ? pb_buf[4] : 1'bz;
	assign pb[5] = memory[6'h05][5] ? pb_buf[5] : 1'bz;
	assign pb[6] = memory[6'h05][6] ? pb_buf[6] : 1'bz;
	assign pb[7] = memory[6'h05][7] ? pb_buf[7] : 1'bz;
endmodule
</file>
<file path="constraint.sdc">
current_design io_sram

set clk_period 14.7
set clk_io_pct 0.2

create_clock -name clk0 -period $clk_period [get_ports {clk}]

set non_clock_inputs [all_inputs -no_clocks]
set_input_delay [expr $clk_period * $clk_io_pct] -clock clk0 $non_clock_inputs
set_output_delay [expr $clk_period * $clk_io_pct] -clock clk0 [all_outputs]
</file>
==> out/metrics.yaml <==
hpwl_mm: 47.7
die_y_um: 297
dp.cells: 3069
die_w_um: 297
ys_types: 38
syn-cell-area_um2: 26100
num_io_pins: 35
status: "did not finish"
yosysTopAreaCellShare: 0.615
ctsHoldBuffers: 0
ys_area_um2: 26100
ys.flops: 540
post_cts_buffers: 0
post_cts_resized: 0
adder_share: 0
cts_buffer_depth: 3
postSynthSeqShare: 0.620
numCtsBuffers: 59
top_area_cell: "edfxtp_1"
rows: 107
stop_stage: "clock tree synthesis"
syn_inst: 2112
yosys.area_share.aoi: 0.126
netlist_top_cells_area: "edfxtp_1 62%, mux2i_1 9.8%, o22ai_1 9.2%, a22oi_1 2.3%, nor2_1 2.1%"
error_line: "[error] [KeplerFormal.cpp:679] Workflow failed: Iso has multiple drivers: .pa0, pa[0]$_DFFE_NP_.Q0"
mux_area_frac: 0.104
gp_congestion: 0.958
root_buffer: "clkbuf_16"
placed_area_um2: 26800
cts_max_level: 2
synth-simple-area-share: 0.0998
yosys_cells: 2112
top_logic_kind: "AND-OR/OR-AND gates"
ys_sh_xor: 0
initCoreUtil: 0.305
port_buffers: 9
avgSynthCellArea_um2: 12.3
clock-sinks: 540
ys_warn_count: 18
-- per-stage QoR --
stage,setup WS (ps),util
3_3_place_gp,1230,0.314
2_1_floorplan,2450,-
3_5_place_dp,1180,0.314
-- cell usage after synthesis, drive strengths merged --
cell      n
inv      11
nand3b    4
mux2i   256
nor2    156
nand3    71
nand4     5
or3      38
or4       1
edfxtp  534
nor2b    22
mux2     14
a21o      7
nand2b   40
dfxtp     6
nor3      5
buf     147
a22oi    80
or2      42
and2      3
or3b      2
clkbuf   99
nor4      2
o22ai   384
nor4b     1
a21oi    48
and4     16
nand2   118
-- cell families after synthesis --
logic type / count (synthesis)
DFF: 540
and+or+nand+nor: 526
AOI/OAI and AO/OA: 519
muxes: 270
buffers and inverters: 257
